==> flow/run.sh <==
#!/bin/bash
# OpenROAD 26Q1-2900-gdf79404cd8, Yosys 0.63+post, stock flow scripts
make -C /OpenROAD-flow-scripts/flow DESIGN_CONFIG=/design/flow/config.mk WORK_HOME=/design/flow/orfs finish
==> flow/config.mk <==
export PLATFORM = sky130hd
export DESIGN_NAME = interrupt_handler
export DESIGN_NICKNAME = interrupt_handler
export VERILOG_FILES = /design/flow/design.v
export SDC_FILE = /design/flow/constraint.sdc
export NUM_CORES = 4
export LEC_CHECK = 1
export CORE_UTILIZATION = 30
==> flow/constraint.sdc <==
current_design interrupt_handler

set clk_period 11.5
set clk_io_pct 0.2

create_clock -name clk0 -period $clk_period [get_ports {INTA}]

set non_clock_inputs [all_inputs -no_clocks]
set_input_delay [expr $clk_period * $clk_io_pct] -clock clk0 $non_clock_inputs
set_output_delay [expr $clk_period * $clk_io_pct] -clock clk0 [all_outputs]
==> flow/design.v <==
module interrupt_handler(input [7:0]IRQs ,inout [7:0] internal_bus ,input [7:0] OCW1
,input RD,input A0,input EOI_mode,
output reg INT ,input INTA,input[4:0] VEC_ADD,
input read_mode , input [2:0] int_level , input [2:0] EOI_command);
reg [7:0]IRR;
reg [7:0]ISR;
reg [7:0]IMR;
reg [4:0]VEC_ADD_REG;
reg [7:0]write_buffer;
reg [7:0]interrupt_add;
reg int_flag;
integer default_priority = 32'b1111_1010_1100_0110_1000_1000; 
reg [32:0] priority_reg = 32'b1111_1010_1100_0110_1000_1000;
reg [3:0] current_priority = 4'b1000;
integer i; 
integer count=0;
integer j;
integer k;
assign internal_bus = (!RD && A0) ? IMR : (!RD && !A0)? write_buffer : (int_flag) ? interrupt_add : 8'bz ;
always@(read_mode)begin
if(read_mode == 0)
write_buffer = IRR;
else
write_buffer = ISR;
end
always@(OCW1)begin
IMR=OCW1;
end
always@(IRQs)begin
IRR = IRQs;
end
always@(VEC_ADD)begin
VEC_ADD_REG = VEC_ADD;
end
always@(negedge INTA)begin
count = count + 1;
if(count == 1)begin 
	if(IRR[j] == 0)begin 
	j=7;
	end
	if(current_priority[3] == 1 || (current_priority[3] == 0 && ((priority_reg & 7<<(j*3) ) >>(j*3))> current_priority[2:0]))begin
						ISR[j]=1;
						IRR[j]=0;
						current_priority =  (priority_reg & 7<<(j*3) ) >>(j*3);
						interrupt_add = (VEC_ADD_REG<<3)+j;
	end
end
if(count == 2)begin
int_flag=1;
count = 0;
end
end
always@(posedge INTA)begin
int_flag=0;
if(count == 0)
INT = 0;
end
endmodule
==> results.py <==
# Metrics from the implementation run
metrics = {
    "run_status": {
        "status": "stopped before the end",
        "lastStage": "synthesis (1_2_yosys)",
        "tool.error": "ERROR: Found 8 problems in 'check -assert'.",
    },
    "synth": {
        "postSynthSeqShare_pct": 28.4,
        "top_logic_kind": "simple AND/OR/NAND/NOR gates",
        "synthSimpleGateAreaFrac_pct": 23.1,
        "synth.distinct_cells": 80,
        "yosysTopAreaCell": "edfxtp_1",
        "yosys-stat-area_um2": 7750,
        "ys_cells": 904,
        "async_flop_share_pct": 0,
        "ys_sh_aoi_pct": 18.6,
        "edf_count": 52,
        "area_leaders": "edfxtp_1 (20%), ha_1 (15%), dfxtp_1 (8.3%)",
        "synthFlopType": "edfxtp_1",
        "ys.flops": 84,
        "ys_sh_mux_pct": 3.37,
        "synthXorXnorAreaFrac_pct": 5.99,
        "synthAdderAreaFrac_pct": 15.6,
        "yosys_warnings": 2,
        "synth.most_common_cell": "nand2_1",
        "yosys-top-cells-count": "nand2_1 (113), ha_1 (95), inv_1 (55), edfxtp_1 (52), a21oi_1 (51)",
        "top_area_share_pct": 20.1,
    },
}
kinds of logic after synthesis:
group                    count (synthesis)
other                                    2
flip-flops                              84
buffers and inverters                   91
AND-OR/OR-AND                          215
AND/OR/NAND/NOR                        340
adder cells (fa/ha/maj)                 96
XOR/XNOR                                53
multiplexers                            23
